[/design/flow/constraint.sdc]
current_design core_ex_lsu_align

set clk_period 4.9
set clk_io_pct 0.2

create_clock -name clk0 -period $clk_period

set non_clock_inputs [all_inputs -no_clocks]
set_input_delay [expr $clk_period * $clk_io_pct] -clock clk0 $non_clock_inputs
set_output_delay [expr $clk_period * $clk_io_pct] -clock clk0 [all_outputs]
[/design/flow/design.v]
module core_ex_lsu_align (
    input   [6-1:0] lsu_inst_bus,
    input   [1:0] low_addr,
    input   [32-1:0] i_read_data,
    input   [32-1:0] i_write_data,
    output  [32-1:0] read_data_aligned,
    output  [32-1:0] write_data_aligned,
    output  [8-1:0] wmask,
    output  flag_unalign_write
);  
wire [32-1:0]addr00_aligned = i_write_data;
wire [32-1:0]addr01_aligned = {i_write_data[23:0],8'b0};
wire [32-1:0]addr10_aligned = {i_write_data[15:0],16'b0};
wire [32-1:0]addr11_aligned = {i_write_data[7:0],24'b0};
wire [32-1:0]read_data_shift;
assign read_data_shift  =
      ({32{low_addr_00}} & i_read_data)
    | ({32{low_addr_01}} & {8'b0,i_read_data[31:8]})
    | ({32{low_addr_10}} & {16'b0,i_read_data[31:16]})
    | ({32{low_addr_11}} & {24'b0,i_read_data[31:24]});
wire [32-1:0]lb_aligned   = {{24{read_data_shift[7]}},read_data_shift[7:0]};
wire [32-1:0]lh_aligned   = {{16{read_data_shift[15]}},read_data_shift[15:0]};
wire [32-1:0]lw_aligned   = read_data_shift;
wire [32-1:0]lbu_aligned  = {24'b0,read_data_shift[7:0]};
wire [32-1:0]lhu_aligned  = {16'b0,read_data_shift[15:0]};
wire low_addr_00 = low_addr[1:0] == 2'b00;
wire low_addr_01 = low_addr[1:0] == 2'b01;
wire low_addr_10 = low_addr[1:0] == 2'b10;
wire low_addr_11 = low_addr[1:0] == 2'b11;
wire wmask_1111 = lsu_inst_bus[4];
wire wmask_0011 = lsu_inst_bus[3] & low_addr_00;
wire wmask_1100 = lsu_inst_bus[3] & low_addr_10;
wire wmask_0001 = lsu_inst_bus[2] & low_addr_00;
wire wmask_0010 = lsu_inst_bus[2] & low_addr_01;
wire wmask_0100 = lsu_inst_bus[2] & low_addr_10;
wire wmask_1000 = lsu_inst_bus[2] & low_addr_11;
assign flag_unalign_write = ~(wmask_1111 | wmask_0011 | wmask_1100 | wmask_0001 | wmask_0010 | wmask_0100 | wmask_1000);
assign wmask = 
      ({8{wmask_1111}} & 8'b1111)
    | ({8{wmask_0011}} & 8'b0011)
    | ({8{wmask_1100}} & 8'b1100)
    | ({8{wmask_0001}} & 8'b0001)
    | ({8{wmask_0010}} & 8'b0010)
    | ({8{wmask_0100}} & 8'b0100)
    | ({8{wmask_1000}} & 8'b1000)
;
assign write_data_aligned  =
      ({32{low_addr_00}} & addr00_aligned)
    | ({32{low_addr_01}} & addr01_aligned)
    | ({32{low_addr_10}} & addr10_aligned)
    | ({32{low_addr_11}} & addr11_aligned)
;
assign read_data_aligned  = lsu_inst_bus[5] ? 
(
      ({32{lsu_inst_bus[2]}} & lbu_aligned)
    | ({32{lsu_inst_bus[3]}} & lhu_aligned)
)
:
(
      ({32{lsu_inst_bus[2]}} & lb_aligned)
    | ({32{lsu_inst_bus[3]}} & lh_aligned)
    | ({32{lsu_inst_bus[4]}} & lw_aligned)
);
endmodule
[/design/flow/config.mk]
export PLATFORM = sky130hd
export DESIGN_NAME = core_ex_lsu_align
export DESIGN_NICKNAME = core_ex_lsu_align
export VERILOG_FILES = /design/flow/design.v
export SDC_FILE = /design/flow/constraint.sdc
export NUM_CORES = 4
export LEC_CHECK = 1
export CORE_AREA = 10 10 97 97
export DIE_AREA = 0 0 107 107
[/design/flow/run.sh]
#!/bin/bash
# OpenROAD 26Q1-2900-gdf79404cd8, Yosys 0.63+post, stock flow scripts
make -C /OpenROAD-flow-scripts/flow DESIGN_CONFIG=/design/flow/config.mk WORK_HOME=/design/flow/orfs finish
==> reports/summary.txt <==
outcome: finished clean
cell accounting for the most synthesized area: mux2i_1
CTS hold repair buffers: 0
Setup Viol. Count Final: 0
initial antenna violation count: 0
Compound Share, Synth: 33.2%
Setup crit end kind: output port
Die Size: 11400 µm²
worst endpoint required time: 3.92 ns
crit-path max cell delay: 0.62 ns
FFs & Latches: 0
number of global-route vias before repair: 2111
Adders+Majority by Area: 0%
max cap viols: 0
Simple Share, Synth: 25.5%
most used cell along the critical path: clkdlybuf4s50_1
IO buf count: 139
Max VDD drop: 47.0 µV
post-route minimum period: 4.06 ns
max_slew headroom: 49.2%
most frequent cell after synthesis: nand2_1
drt wl/cell: 16.6 µm
critical path type: primary input to output port
Area Overhead vs Synth: 101%
Mean Syn Cell Area: 6.84 µm²
comb area leader: AND-OR/OR-AND gates
Netlist cell types: 28
post-cts sizing count: 0
crit path max fanout: 24
CP Data Arrival Time: 3.08 ns
vias per cell: 4.58
drt drc: 0
layout clock buffer count: 0
share of the synthesized area in the top cell type: 16.2%
crit-path cells: clkdlybuf4s50_1 -> buf_4 -> nor2_1 -> a32oi_4 -> o211ai_1 -> clkdlybuf4s50_1
largest net degree at the start of global routing: 33
delay-heaviest family, CP: buffers and inverters
yosys xor share: 0%
Post-synth top cells: nand2_1, mux2i_1, nor2_1
Overall Power: 0.000270 W
Multiplexer share: 30.4%
GP Congestion: 0.833
vias: 1986
Lkg Pwr: 1.06 nW
Tool Warnings: 34
Slew Viols, Final: 0
Hold Vio Cnt, Final: 0
Post-CTS Setup Bufs: 0
Die Y: 107 µm
DP Wirelength: 5950 µm
Reg area: 0 µm²
first-iteration detailed-routing DRC count: 70
row count: 31
global route overflow: 0
Max Clk Rate: 0.246 GHz
# Cells Yosys: 208
die width: 107 µm
ant diodes: 0
Seq/Total Area, Yosys: 0%
first-pass GRT wire length: 11100 µm
layout cells sized above 1: 9.25%
core area: 7290 µm²
# fillers: 777
Ports: 145
worst slack, placed: 0.804 ns
Mapped Cells: 208
mapped cell area: 1420 µm²
fp_density: 19.5%
Ys Warns: 0
Fin Setup TNS: 0 ns
antenna viol nets, final: 0
Hold WC Path Type: primary input to output port
Overall Global Routing Usage: 11.7%
final wirelength: 7190 µm
top cells by area: mux2i_1, mux2_2, o211ai_1
yosys stat area: 1420 µm²
Worst Path Buf+Inv: 3
Final WS setup: 0.839 ns
startpoint types: primary input
Slew @ Worst Pin: 0.763 ns
period utilization: 82.9%
CP max-delay cell: a32oi_4
RSZ-0062 raised after global routing: no
Pre-antenna DRT Iters: 4
pwr dens: 94.1 nW/µm²
-- through the flow --
step	instance area (µm²)	hold slack, ns	util (%)	instances
2_1_floorplan	1430	1.98	-	211
3_3_place_gp	2860	2.88	39.3	434
3_5_place_dp	2860	2.88	39.3	434
4_1_cts	2860	2.89	39.3	434
5_1_grt	2860	2.97	39.3	434
6_report	2860	2.89	39.3	434
-- final cells by class --
type                            instances  area, µm²  share of cell area, %
Timing Repair Buffer                  148       1450                   50.8
Inverter                                1       3.75                  0.131
Multi-Input combinational cell        186       1280                   44.8
Tap cell                               99        124                   4.33
-- cells by family after synthesis --
family	count (synthesis)
buf+inv	25
other cells	1
simple gates	73
compound gates	69
mux	40
-- cells in the final DEF, fill, tap and decap left out, types with 4 or more instances in the layout --
cell type / netlist / layout
clkdlybuf4s50_1: 0 / 138
nand2_1: 24 / 24
mux2i_1: 23 / 23
nor2_1: 20 / 20
o21ai_0: 17 / 17
o211ai_1: 16 / 16
a211oi_1: 15 / 15
mux2_2: 14 / 14
nor2b_1: 11 / 11
a21oi_1: 9 / 9
buf_4: 8 / 9
and2_1: 8 / 8
a22oi_1: 7 / 7
conb_1: 1 / 4
-- routing by layer --
layer  vias up  GRT usage (%)  part of all wire (%)
li1       1013              -                     -
met1       880           13.8                    42
met2        93           19.0                    44
met3         0           6.79                    14
met4         0              0                     0
met5         -              0                     0
-- power by group --
part / total [W] / switching (W) / internal (W)
registers: 0 / 0 / 0
logic: 0.000270 / 0.0000924 / 0.000177
clock network: 0 / 0 / 0
total: 0.000270 / 0.0000924 / 0.000177
-- worst min-delay path, delay by kind of cell --
kind,cells,cell delay [ns]
buffers and inverters,2,0.65
muxes,1,0.19
AOI/OAI and AO/OA,1,0.09
-- path summary, 6_finish.rpt --
kind,startpoint,endpoint,depth (start not counted)
setup / recovery,low_addr[1],read_data_aligned[26],6
hold / removal,low_addr[0],read_data_aligned[0],4
Power figures rest on the tool's default switching activity, not on a simulated workload.
