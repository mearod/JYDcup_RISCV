$ cat run.sh
#!/bin/bash
# OpenROAD 26Q1-2900-gdf79404cd8, Yosys 0.63+post, stock flow scripts
make -C /OpenROAD-flow-scripts/flow DESIGN_CONFIG=/design/flow/config.mk WORK_HOME=/design/flow/orfs finish
$ cat config.mk
export PLATFORM = sky130hd
export DESIGN_NAME = core_id_regfile
export DESIGN_NICKNAME = core_id_regfile
export VERILOG_FILES = /design/flow/design.v
export SDC_FILE = /design/flow/constraint.sdc
export NUM_CORES = 4
export LEC_CHECK = 1
export CORE_UTILIZATION = 40
$ cat constraint.sdc
current_design core_id_regfile

set clk_period 6.4
set clk_io_pct 0.2

create_clock -name clk0 -period $clk_period [get_ports {clk}]

set non_clock_inputs [all_inputs -no_clocks]
set_input_delay [expr $clk_period * $clk_io_pct] -clock clk0 $non_clock_inputs
set_output_delay [expr $clk_period * $clk_io_pct] -clock clk0 [all_outputs]
$ cat design.v
module gnrl_dfflr #(
    WIDTH = 1,
    RESET_VAL = 0
) (
    input     clk,
    input     rst_n,
    input     [WIDTH-1:0] din,
    output    reg [WIDTH-1:0] dout,
    input     wen
);
always @(posedge clk or negedge rst_n) 
begin
    if (rst_n == 1'b0)
        dout <= RESET_VAL;
    else if (wen == 1'b1)
        dout <= din;
end
endmodule
module gnrl_dffl #(
    WIDTH = 1
) (
    input     clk,
    input     [WIDTH-1:0] din,
    output    reg [WIDTH-1:0] dout,
    input     wen
);
always @(posedge clk) 
begin
    if (wen == 1'b1)
        dout <= din;
end
endmodule
module gnrl_dffr #(
    WIDTH = 1,
    RESET_VAL = 0
) (
    input     clk,
    input     rst_n,
    input     [WIDTH-1:0] din,
    output    reg [WIDTH-1:0] dout
);
always @(posedge clk or negedge rst_n) 
begin
    if (rst_n == 1'b0) 
        dout <= RESET_VAL;
    else
        dout <= din;
end
endmodule
module core_id_regfile(
    input   clk,
    input   rst_n,
    input   [5-1:0] rd_src1_idx,
    input   [5-1:0] rd_src2_idx,
    output  [32-1:0] read_src1_dat,
    output  [32-1:0] read_src2_dat,
    input   wb_dest_wen,
    input   [5-1:0] wb_dest_idx,
    input   [32-1:0] wb_dest_dat
);
wire [32-1:0] rf_r [32-1:0];
wire [32-1:0] rf_wen;
genvar i;
generate
    for (i=0;i<32;i=i+1) begin:regfile
        if(i == 0) begin:rf0  
            assign rf_wen[i] = 1'b0;
            assign rf_r[i] = 32'b0;
        end
        else begin:rfno0
            assign rf_wen[i] = wb_dest_wen & (wb_dest_idx == i);
            gnrl_dfflr #(32,32'h0)rf(
                .clk   	(clk    ),
                .rst_n 	(rst_n  ),
                .din   	(wb_dest_dat    ),
                .dout  	(rf_r[i]   ),
                .wen   	(rf_wen[i]    )
            );
        end
    end
endgenerate
assign read_src1_dat = rf_r[rd_src1_idx];
assign read_src2_dat = rf_r[rd_src2_idx];
endmodule
==> impl_metrics.sql <==
-- load yosys + openroad results
INSERT INTO impl_metrics (metric_group, metric, value, unit) VALUES
('clock_network', 'post_cts.resized_instances', '0', ''),
('sta', 'clock_skew', '0', 'ns'),
('routing', 'avgViaCountPerCell', '7.07', ''),
('placed_design', 'numPlacedInstances', '5945', ''),
('pwr', 'pwr_density', '306', 'nW/um^2'),
('die', 'rows', '130', ''),
('clock_network', 'tritoncts', 'built', ''),
('sta', 'hold_slack', '0.525', 'ns'),
('global_route', 'grt_pass1_wl', '334000', 'um'),
('finish', 'post_route_utilization', '46.3', '%'),
('critical_path', 'worst_path_largest_cell_delay', '0.67', 'ns'),
('routing', 'first_pass_iters', '7', ''),
('finish', 'mostFrequentLayoutCell', 'dfrtp_1', ''),
('synth', 'yosysChipArea', '50600', 'sq um'),
('critical_path', 'regToRegStartpoint', 'regfile[19].rfno0.rf.dout[0]', ''),
('sta', 'timing_max_transition_violations_final', '0', ''),
('routing', 'via_count', '43432', ''),
('sta', 'tns', '0', 'ns'),
('clock_network', 'cts_buffers', '108', ''),
('synth', 'synthesis.area', '50600', 'sq um'),
('sta', 'unrepaired_setup_endpoints_after_global_routing', 'no', ''),
('critical_path', 'r2r-end', 'regfile[19].rfno0.rf.dout[0]', ''),
('die', 'fp.dieH', '358', 'um'),
('clock_network', 'clock_sink_count', '992', ''),
('clock_network', 'cts_buffer_depth', '3', ''),
('sta', 'period_utilisation_layout', '97.6', '%'),
('placed_design', 'preCtsSetupSlack', '0.370', 'ns'),
('synth', 'synth-main-ff-cell', 'dfrtp_1', ''),
('sta', 'period_minus_slack', '6.24', 'ns'),
('sta', 'finalWorstSetupSlack', '0.155', 'ns'),
('clock_network', 'insertion_delay', '0.76', 'ns'),
('routing', 'route.antenna.remaining_nets', '0', ''),
('placed_design', 'detailedPlacementHpwl', '145000', 'um'),
('routing', 'drt_wl_total', '240000', 'um'),
('die', 'design.die.area', '128000', 'sq um'),
('clock_network', 'postCtsHoldBufs', '0', ''),
('pwr', 'vdd_ir_drop_max', '0.000266', 'V'),
('die', 'fp-utilization', '40.3', '%'),
('finish', 'post_route_non_filler_standard_cell_count', '6144', ''),
('synth', 'synth-seq-area-share', '49.1', '%'),
('critical_path', 'path_max_fanout', '13', ''),
('critical_path', 'worst_setup_path_end_kind', 'output port', ''),
('hold_path', 'worstHoldPathType', 'reg -> reg', ''),
('critical_path', 'r2r_slack', '5.50', 'ns'),
('critical_path', 'start_kind', 'primary input', ''),
('die', 'core_region_area', '126000', 'sq um'),
('hold_path', 'min_delay_worst_endpoint', 'regfile[17].rfno0.rf.dout[15]', ''),
('finish', 'reg_top3', 'regfile.rfno0.rf.dout x992', ''),
('critical_path', 'critPathLaunch', 'rd_src1_idx[3]', ''),
('hold_path', 'hold_path_depth', '1', ''),
('hold_path', 'worstHoldStart', 'regfile[17].rfno0.rf.dout[15]', ''),
('run', 'log.warning_count', '37', ''),
('sta', 'setup_viol_count_final', '0', ''),
('synth', 'synth.yosys.num_cells', '4412', ''),
('global_route', 'grtUsageTotal', '39.0', '%'),
('synth', 'synth.distinct_cells', '53', ''),
('synth', 'netlist_instances', '4412', ''),
('run_status', 'run_status', 'complete, no violations', ''),
('die', 'die_width', '358', 'um'),
('clock_network', 'cts_root_buffer', 'clkbuf_16', ''),
('synth', 'yosysWarningCount', '2', ''),
('clock_network', 'clock_tree.htree_level_count', '3', ''),
('synth', 'syn-mean-instance-area', '11.5', 'sq um'),
('pwr', 'leakagePower', '0.0260', 'uW'),
('critical_path', 'critPathSlowestCell', 'a2111oi_0', ''),
('finish', 'layout_cells_sized_above_1', '34.0', '%'),
('run', 'drv.max_cap_violation_count', '0', ''),
('global_route', 'number_of_antenna_violations_at_the_first_check_in_global_routing', '12', ''),
('critical_path', 'worst_path_most_repeated_cell', 'clkdlybuf4s50_1', ''),
('clock_network', 'cts_post_setup_buffers_inserted', '0', ''),
('critical_path', 'critPathArrivalTime', '4.96', 'ns');
## where the power goes
group,switching (uW),internal (uW),leakage (uW)
Clock,2750,3890,0.00183
Combinational,1160,1350,0.0115
Sequential,1140,7490,0.0127
Total,5050,12700,0.0260
## layer usage
layer,global-route usage (%),vias up,part of all wire (%)
met4,22.4,20,7.9
met5,1.22,-,0.11
met2,52.8,3565,41
met1,48.6,21784,35
li1,-,16943,-
met3,23.1,1120,16
## Yosys cell counts, types with 11 or more instances
master,n,area share (%)
nor3_1,11,0.11
and2_1,35,0.43
or4_1,90,1.3
a222oi_1,32,0.63
nor2_1,23,0.17
and3_1,187,2.3
clkbuf_1,332,2.5
a2111oi_0,57,0.99
nand2_1,100,0.74
mux2_2,986,22
buf_2,69,0.68
mux2_1,13,0.29
dfrtp_1,992,49
nand4_1,176,2.2
buf_6,21,0.47
a22oi_1,535,7.9
buf_1,62,0.46
nand3_1,550,5.4
a32oi_1,29,0.50
## logic make-up after synthesis
kind of cell | share of synthesized area (%)
buf+inv | 4.24
flops | 49.1
compound gates | 10.6
simple gates | 13.6
mux | 22.4
## cell type report
type	instances	area [sq um]
antenna	6	15.0
clock buffer	156	3200
clock inverter	37	499
fill	11278	67500
inverter	2	7.51
multi-input combinational	2923	24000
sequential	992	24800
tap	1650	2060
timing repair buffer	378	3500
## through the flow
stage          cell area, sq um  power, uW
2_1_floorplan             50600       9770
3_3_place_gp              54400      11100
3_5_place_dp              54400      11100
4_1_cts                   58100      17700
5_1_grt                   58100      18300
6_report                  58100      17800
## worst max-delay path by stage
| stage | endpoint | slack (ns) | depth (start not counted) |
|---|---|---|---|
| 4_1_cts | read_src1_dat[11] | 0.35 | 8 |
| 5_1_grt | read_src1_dat[11] | 0.02 | 8 |
| 6_report | read_src1_dat[11] | 0.16 | 8 |
## critical path, delay by kind of cell
kind	cells	cell delay, ns
simple gates	4	1.60
compound gates	1	0.67
buf+inv	3	1.37
Power and IR drop assume default switching activity.
