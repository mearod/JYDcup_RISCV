===== flow/run.sh =====
#!/bin/bash
# OpenROAD 26Q1-2900-gdf79404cd8, Yosys 0.63+post, stock flow scripts
make -C /OpenROAD-flow-scripts/flow DESIGN_CONFIG=/design/flow/config.mk WORK_HOME=/design/flow/orfs finish

===== flow/config.mk =====
export PLATFORM = sky130hd
export DESIGN_NAME = core_ex_alu
export DESIGN_NICKNAME = core_ex_alu
export VERILOG_FILES = /design/flow/design.v
export SDC_FILE = /design/flow/constraint.sdc
export NUM_CORES = 4
export LEC_CHECK = 1
export CORE_UTILIZATION = 50

===== flow/constraint.sdc =====
current_design core_ex_alu

set clk_period 24.2
set clk_io_pct 0.2

create_clock -name clk0 -period $clk_period

set non_clock_inputs [all_inputs -no_clocks]
set_input_delay [expr $clk_period * $clk_io_pct] -clock clk0 $non_clock_inputs
set_output_delay [expr $clk_period * $clk_io_pct] -clock clk0 [all_outputs]

===== flow/design.v =====
module core_ex_alu(
    input   [18-1:0] alu_inst_bus,
    input   [32-1:0] rs1,
    input   [32-1:0] rs2,
    input   [32-1:0] pc,
    input   [32-1:0] imm,    
    output  zero_flag,
    output  less_flag,
    output  [32-1:0] alu_result
);
wire [32-1:0] op1 = alu_inst_bus[10] ? pc : 
                            alu_inst_bus[11] ? 0 :
                            rs1;
wire [32-1:0] op2 = alu_inst_bus[12] ? imm :
                            alu_inst_bus[10] ? 32'h4 : rs2;
wire low_comp = op1[32-2:0] < op2[32-2:0]; 
wire signed_comp_less = 
    ( (~(op1[32-1]^op2[32-1])) & low_comp) | (op1[32-1] & ~op2[32-1]);
wire unsigned_comp_less = 
    ( (~(op1[32-1]^op2[32-1])) & low_comp) | (~op1[32-1] & op2[32-1]);
wire sub_flag = alu_inst_bus[1];
wire [32-1:0] op2_xor_mask = {32{sub_flag}};
wire [32-1:0] op2_modified = op2 ^ op2_xor_mask;
wire [32-1:0]adder_result = op1 + op2_modified + {{(32-1){1'b0}},sub_flag};
wire [4:0]shamt = op2[4:0];
wire [32-1:0]L_L_shift  = op1 << shamt;
wire [32-1:0]R_L_shift  = op1 >> shamt;
wire [32-1:0]R_A_shift  = $signed(op1) >>> shamt;
wire [32-1:0]or_result  = op1 | op2;
wire [32-1:0]and_result = op1 & op2;
wire [32-1:0]xor_result = op1 ^ op2;
assign alu_result = 
      ({32{alu_inst_bus[0] | alu_inst_bus[1]}} & adder_result) 
    | ({32{alu_inst_bus[2]}} & {{(32-1){1'b0}}, {signed_comp_less}})
    | ({32{alu_inst_bus[3]}} & {{(32-1){1'b0}}, {unsigned_comp_less}})
    | ({32{alu_inst_bus[5]}} & L_L_shift)
    | ({32{alu_inst_bus[6]}} & R_L_shift)
    | ({32{alu_inst_bus[7]}} & R_A_shift)
    | ({32{alu_inst_bus[8]}} & or_result)
    | ({32{alu_inst_bus[9]}} & and_result)
    | ({32{alu_inst_bus[4]}} & xor_result)
    ;
assign zero_flag = (op1 == op2);
assign less_flag = alu_inst_bus[3] ? unsigned_comp_less : signed_comp_less;
endmodule

==> tab_implementation.tex <==
% Auto-generated results table
\begin{tabular}{lr}
\hline
Metric & Value \\
\hline
\multicolumn{2}{l}{\textbf{Run status}} \\
\quad Outcome & complete, no violations \\
\multicolumn{2}{l}{\textbf{Placement}} \\
\quad Detailed-placement wirelength estimate & 35940 um \\
\quad Port bufs & 175 \\
\quad Final weighted congestion in routability-driven placement & 1.116 \\
\multicolumn{2}{l}{\textbf{Yosys}} \\
\quad Dominant cell type by area after synthesis & sky130\_fd\_sc\_hd\_\_ha\_1 \\
\quad Number of warnings issued by yosys & 0 \\
\quad Instance count of the mapped netlist & 1301 \\
\quad Number of distinct library cells after synthesis & 79 \\
\quad Number of cells in the yosys synthesis report & 1301 \\
\quad Average cell area after synthesis & 6.910 um\^{}2 \\
\quad Main area contributors & sky130\_fd\_sc\_hd\_\_ha\_1 14\%, sky130\_fd\_sc\_hd\_\_mux2i\_1 9.9\%, sky130\_fd\_sc\_hd\_\_a21oi\_1 6.3\%, sky130\_fd\_sc\_hd\_\_nand2\_1 4.9\%, sky130\_fd\_sc\_hd\_\_a22oi\_1 4.7\% \\
\quad Yosys-reported design area after synthesis & 8990 um\^{}2 \\
\quad Seq/Total Area, Yosys & 0\% \\
\quad Most frequent cells after synthesis & 118 x sky130\_fd\_sc\_hd\_\_nand2\_1, 113 x sky130\_fd\_sc\_hd\_\_a21oi\_1, 103 x sky130\_fd\_sc\_hd\_\_ha\_1, 89 x sky130\_fd\_sc\_hd\_\_mux2i\_1, 77 x sky130\_fd\_sc\_hd\_\_nor2\_1 \\
\quad Cell with the most instances after synthesis & sky130\_fd\_sc\_hd\_\_nand2\_1 \\
\quad Dominant cell area share & 14.34\% \\
\quad Post-synthesis instance area & 8990 um\^{}2 \\
\multicolumn{2}{l}{\textbf{Setup path}} \\
\quad Critical path's largest stage delay & 0.56 ns \\
\quad Critical path required time & 19.36 ns \\
\quad Largest delay contributor family on the critical path & AND-OR/OR-AND gates \\
\quad Critical path cell sequence & clkdlybuf4s50\_1, buf\_4, or3b\_1, nand2\_2, buf\_4, o21bai\_1, fa\_1, nor2b\_1, o211ai\_1, a21oi\_1, o31ai\_1, o211a\_1, o311ai\_0, a2111oi\_0, or3\_1, clkdlybuf4s50\_1 \\
\quad Number of logic stages on the critical path including buffering & 16 \\
\quad Biggest fanout along the worst timing path & 45 \\
\quad Arr. time, crit path & 10.06 ns \\
\quad CP Capture Type & output pin \\
\quad Total buffers and inverters traversed by the critical path & 4 \\
\quad Slowest CP cell & sky130\_fd\_sc\_hd\_\_or3b\_1 \\
\quad Launching element type of the critical path & input port \\
\quad Crit Path Class & input port to output pin \\
\multicolumn{2}{l}{\textbf{Final timing}} \\
\quad Total count of hold-check failures in the final report & 0 \\
\quad Max transition margin & 26.64\% \\
\quad Final cycle utilization of the critical path & 61.58\% \\
\quad Fin crit period & 14.90 ns \\
\quad Count of final setup violators & 0 \\
\quad Sum of negative setup slack & 0 ns \\
\quad Top achievable clock speed & 67.10 MHz \\
\quad Actual slew at the worst max-slew pin & 1.100 ns \\
\quad Unrepaired setup endpoints after global routing & no \\
\quad Final count of pins violating max slew & 0 \\
\multicolumn{2}{l}{\textbf{Run}} \\
\quad Max-cap viol count & 0 \\
\quad Tally of OpenROAD warnings & 81 \\
\multicolumn{2}{l}{\textbf{Floorplan}} \\
\quad Row count & 48 \\
\quad Core utilization before placement & 51.62\% \\
\quad Die Wd & 136.1 um \\
\quad Die H & 136.1 um \\
\quad Number of I/O pins & 180 \\
\quad Die area & 18520 um\^{}2 \\
\quad Core area & 17420 um\^{}2 \\
\multicolumn{2}{l}{\textbf{Global routing}} \\
\quad Number of global-route vias before repair & 10940 \\
\quad Pin count of the biggest net entering global routing & 66 \\
\quad Remaining global-route overflow & 0 \\
\quad Antenna violations before repair & 1 \\
\quad GRT Overall Usage & 51.27\% \\
\quad Global-route wire length before repair & 68660 um \\
\multicolumn{2}{l}{\textbf{Clock tree}} \\
\quad Number of hold buffers added after cts & 0 \\
\quad Count of cells resized by post-cts repair & 0 \\
\quad Buffer count from post-CTS setup fixing & 0 \\
\multicolumn{2}{l}{\textbf{Finish}} \\
\quad Fraction of layout instances using a drive strength above 1 & 7.293\% \\
\quad Area Growth Syn to Fin & 21.93\% \\
\quad Total number of sequential cells & 0 \\
\quad Filler cell count & 1597 \\
\quad Comb area & 8319 um\^{}2 \\
\quad Utilization of the core after routing & 62.94\% \\
\quad Area taken by flip-flops and latches & 0 um\^{}2 \\
\quad Tally of clock buffers in the finished layout & 0 \\
\multicolumn{2}{l}{\textbf{Routing}} \\
\quad Initial drt markers & 1754 \\
\quad Vias per std cell & 7.145 \\
\quad Wire length after detailed routing & 46370 um \\
\quad Average detailed-routed wire length per instance & 28.08 um \\
\quad Number of optimization iterations in the first detailed-route pass & 8 \\
\quad Post-detailed-route count of antenna-violating nets & 0 \\
\quad Detailed-route via count & 11800 \\
\quad Final antenna diode count & 0 \\
\quad DRC violations left & 0 \\
\multicolumn{2}{l}{\textbf{Pwr}} \\
\quad Leakage power & 4.602 nW \\
\quad Power per Cell Area & 36.62 nW/um\^{}2 \\
\quad Largest vdd supply drop & 0.02421 mV \\
\multicolumn{2}{l}{\textbf{Hold path}} \\
\quad Path category of the worst min-delay check & input port to output pin \\
\quad Min-Delay Path Depth & 4 \\
\hline
\end{tabular}
==> report_power, final <==
part	internal, mW	switching [mW]	leakage [nW]
Sequential	0	0	0
Combinational	0.160	0.241	4.60
Clock	0	0	0
==> placed cells by master (no fill, tap or decap), drive strengths merged, types with 9 or more instances in the layout <==
master / instances
mux2i: 89
o2111ai: 14
nor3: 17
o21bai: 12
inv: 77
xor2: 9
o211ai: 25
a211oi: 39
and2: 14
nand3: 16
a221oi: 17
a31oi: 18
ha: 103
o31ai: 9
mux2: 27
o21ai: 76
o22ai: 24
o21a: 9
a21oi: 114
nor2: 77
buf: 45
a22o: 13
o311ai: 11
a21o: 14
nand2: 119
o221ai: 13
a22oi: 57
xnor2: 47
nand4: 11
or3b: 14
clkdlybuf4s50: 173
==> metrics by stage <==
stage / total power [mW] / worst slack (ns) / cells / hold slack (ns) / area [um^2]
after floorplan: 0.2329 / 10.75 / 1301 / 9.767 / 8990
after CTS: 0.3837 / 9.405 / 1651 / 10.76 / 10960
final: 0.4014 / 9.298 / 1651 / 10.77 / 10960
after global placement: 0.3803 / 9.483 / 1651 / 10.77 / 10960
after detailed placement: 0.3816 / 9.419 / 1651 / 10.76 / 10960
after global routing: 0.4250 / 8.939 / 1651 / 10.82 / 10960
==> final timing paths <==
path              slack, ns        startpoint        endpoint
setup / recovery       9.30  alu_inst_bus[12]  alu_result[26]
hold / removal        10.77   alu_inst_bus[3]       less_flag
==> worst min-delay path, delay by kind of cell <==
kind	cells	cell delay (ns)
AND/OR/NAND/NOR	1	0.07
buffers and inverters	2	0.84
multiplexers	1	0.17
==> area by class of cell <==
cell class,instances,area share [%]
repair buffers,218,18.83
well taps,225,2.568
inverters,79,2.705
multi-input cells,1129,75.89
==> cells by family after synthesis <==
| logic type | count (synthesis) | synth area share, % |
|---|---|---|
| compound gates | 528 | 41.11 |
| simple gates | 322 | 17.23 |
| buf+inv | 172 | 7.599 |
| mux | 119 | 14.04 |
| fa+ha+maj | 104 | 14.56 |
| xor+xnor | 56 | 5.456 |
==> layer usage <==
| layer | vias to the layer above | track usage (%) | share of wire, % |
|---|---|---|---|
| met5 | - | 0 | 0.028 |
| met3 | 235 | 20.78 | 15 |
| met4 | 2 | 32.96 | 8.3 |
| met1 | 5409 | 64.79 | 37 |
| met2 | 884 | 71.40 | 40 |
| li1 | 5267 | - | - |
Power and IR drop assume default switching activity.
